### flow/run.sh
#!/bin/bash
# OpenROAD 26Q1-2900-gdf79404cd8, Yosys 0.63+post, stock flow scripts
make -C /OpenROAD-flow-scripts/flow DESIGN_CONFIG=/design/flow/config.mk WORK_HOME=/design/flow/orfs finish
### flow/config.mk
export PLATFORM = sky130hd
export DESIGN_NAME = Register_unit
export DESIGN_NICKNAME = Register_unit
export VERILOG_FILES = /design/flow/design.v
export SDC_FILE = /design/flow/constraint.sdc
export NUM_CORES = 4
export LEC_CHECK = 1
export CORE_UTILIZATION = 30
### flow/constraint.sdc
current_design Register_unit

set clk_period 89.5
set clk_io_pct 0.2

create_clock -name clk0 -period $clk_period [get_ports {Clk}]

set non_clock_inputs [all_inputs -no_clocks]
set_input_delay [expr $clk_period * $clk_io_pct] -clock clk0 $non_clock_inputs
set_output_delay [expr $clk_period * $clk_io_pct] -clock clk0 [all_outputs]
### flow/design.v
module Register_unit(Rs1, Rs2, Clk, Rd, RuWr, RuDataWr, RuRs1, RuRs2);
	logic [31:0][31:0] Registers;  
	input logic Clk;   
	input logic [31:0] RuDataWr;  
	input logic [4:0] Rs1;  
	input logic [4:0] Rs2;  
	input logic [4:0] Rd;  
	input logic RuWr;  
   output logic [31:0] RuRs1;  
	output logic [31:0] RuRs2;  
    always_ff @ (posedge Clk)  
        begin
			if (RuWr && (Rd != 0))begin  
				Registers[Rd] <= RuDataWr;   
			end
	end
	initial begin
		Registers[0] = 32'b0;
	end
	always_comb begin
		RuRs1 = Registers[Rs1];
		RuRs2 = Registers[Rs2];
	end
endmodule
==> summary.txt <==
Status: completed
Cycle use final: 0.456
Largest registers: Registers x1024
Synthesized area: 60,800 um^2
Hold/Removal Path Class: reg -> reg
Count of buffer and inverter cells on the critical path: 7
Syn Inst Count: 4,633
Wire length per cell: 27.0 um
Yosys Instances: 4,633
Vias in the first global route: 41,100
Clk pin slew, worst setup/hold paths: 0.06 ns
First-pass GRT wire length: 287,000 um
DR vias/cell: 5.54
Hold-fix buffers at CTS: 0
Worst-Skew Late Latency: 0.72 ns
Hold EP: Registers[996]
Hold Path Depth: 1
Fp util: 0.303
Distinct lib cells: 33
Fillcell total: 19,300
YS warnings: 1
GRT Total Usage: 0.198
FF-to-FF path depth: 1
VDD IR-drop max: 0.0000141 V
Worst r2r dst: Registers[860]
Post-DP HPWL: 115,000 um
Final Hold Fails: 0
CP endpoint kind: output port
TritonCTS buffer count: 108
Clock skew: 0 ns
DR pass1 iterations: 5
CTS Root Cell: clkbuf_16
Clk buf depth: 3
Largest stage delay, worst path: 0.74 ns
Core area: 201,000 um^2
Crit path max-delay family: buffers and inverters
Reg-to-Reg Start: Registers[860]
Slew HR: 0.398
Register share after synthesis: 0.506
Setup_tns: 0 ns
Startpoint type of the worst setup path: primary input
Crit path DRT: 71.60 ns
Max-cap violation count: 0
CP Class: in -> out
Area Growth Syn to Fin: 12.0%
Hold_sp: Registers[996]
Share of layout cells above drive strength 1: 0.286
FMAX: 24.5 MHz
RSZ-0062 raised after global routing: false
Setup violators final: 0
Yosys chip area: 60,800 um^2
Post-synth regs: 1,024
Die area: 205,000 um^2
Num rows: 164
Crit path arrival time: 22.95 ns
Worst-path maximum fanout: 74
Clk sinks: 1,024
Antenna Nets Post-Route: 0
Avg Inst Size Synth: 13.1 um^2
Total congestion overflow: 0
Cell mode on critical path: buf_4
Final wirelength: 198,000 um
Reg2reg setup slack: 88.52 ns
# DRC: 0
Post-CTS setup buffers: 0
Final worst slack: 48.65 ns
Tightest Pin Transition: 0.902 ns
CP max-delay cell: buf_4
Final Critical Period: 40.85 ns
Reg with most FFs: Registers
Vias: 40,500
I/O pins: 113
RePlAce Congestion: 0.858
DR iter-0 viols: 2,810
Critical-path cell list: buf_8 -> buf_12 -> buf_4 -> buf_4 -> buf_4 -> buf_4 -> mux2i_1 -> a22oi_1 -> a31oi_1 -> nand3_1 -> clkdlybuf4s50_1
Width of the die: 452 um
Pins Over Slew Limit: 0
Crit path launch: Rs2[1]
Largest net degree at the start of global routing: 128
TritonCTS clock tree: yes
Initial antenna violation count: 5
Tool warnings: 30
Count of input and output buffers: 112
Chip height: 452 um
Post-CTS resize count: 0
PD cells: 17.7 nW/um^2
Max reg flops: 1,024
H-tree levels: 3
Static Leakage: 25.3 nW
Setup WS pre-CTS: 48.72 ns
[cells in the mapped netlist]
cell type  count  area, um^2
a21oi_1      194         971
a22o_1       128        1120
a22oi_1      192        1440
a31oi_1       64         400
and2_1         3        18.8
and3_1         5        31.3
and3b_1        1        8.76
buf_1         65         244
buf_2        131         656
buf_4         12        90.1
clkbuf_1     241         905
clkbuf_2       1        5.00
edfxtp_1    1024       30700
ha_1           2        25.0
inv_1          4        15.0
mux2_1        52         586
mux2_2       972       10900
mux2i_1     1025       10300
nand2_1      216         811
nand2b_1       7        43.8
nand3_1      194         971
nand4_1        1        6.26
nor2_1         9        33.8
nor2b_1       12        75.1
nor3_1        68         340
nor3_2         1        10.0
nor3b_1        2        15.0
nor4b_1        1        8.76
o21ai_1        1        5.00
or2_1          1        6.26
or2_2          2        12.5
xnor2_1        1        8.76
xor2_1         1        8.76
[cell type report]
cell class	count	area (um^2)	share of cell area
Antenna cell	4	10.0	0.000147
Tap cell	2656	3320	0.0488
Multi-Input combinational cell	3155	28400	0.416
Clock inverter	53	403	0.00591
Timing Repair Buffer	276	2410	0.0354
Sequential cell	1024	30700	0.451
Inverter	4	15.0	0.000220
Clock buffer	140	2870	0.0421
[worst max-delay path by stage]
| stage | cells past startpoint | to |
|---|---|---|
| 6_report | 11 | RuRs2[27] |
| 5_1_grt | 11 | RuRs2[24] |
| 4_1_cts | 11 | RuRs2[27] |
[kinds of logic (layout without fill, tap and decap cells)]
| group | Yosys count | in the layout | synth area share |
|---|---|---|---|
| adders and majority gates | 2 | 2 | 0.000411 |
| muxes | 2049 | 2049 | 0.358 |
| other | 0 | 4 | 0 |
| AOI/OAI and AO/OA | 579 | 579 | 0.0648 |
| DFF | 1024 | 1024 | 0.506 |
| and+or+nand+nor | 523 | 523 | 0.0393 |
| buffers and inverters | 454 | 473 | 0.0315 |
| xor gates and xnor gates | 2 | 2 | 0.000288 |
[metrics by stage]
stage / std cells / hold slack, ns / cell area, um^2 / power [W] / util
6_report: 7312 / 0.585 / 68100 / 0.00121 / 0.340
5_1_grt: 7312 / 0.607 / 68100 / 0.00125 / 0.340
4_1_cts: 7308 / 0.589 / 68100 / 0.00122 / 0.339
3_5_place_dp: 7115 / 0.574 / 64900 / 0.000782 / 0.323
3_3_place_gp: 7115 / 0.567 / 64900 / 0.000779 / 0.323
2_1_floorplan: 4633 / 0.552 / 60800 / 0.000752 / -
[metal layers]
metal  share of wire  GRT usage
met3           0.086     0.0664
met4           0.044     0.0721
met1            0.39      0.258
met5         0.00034    0.00187
met2            0.48      0.314
[cells in the final DEF, fill, tap and decap left out, types with 52 or more instances in the layout]
cell type           n
a21oi_1           194
a22o_1            128
a22oi_1           192
a31oi_1            64
buf_4             160
clkbuf_16         110
clkdlybuf4s50_1   110
edfxtp_1         1024
mux2_1             52
mux2_2            972
mux2i_1          1025
nand2_1           192
nand3_1           194
nor3_1             66
[power breakdown]
group,total [W],internal [W],switching [W]
registers,0.000593,0.000571,0.0000224
logic,0.000180,0.0000785,0.000101
clock network,0.000435,0.000239,0.000196
Power and IR drop assume default switching activity.
