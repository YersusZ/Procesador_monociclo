==> flow/design.v <==
module Data_memory(Address, DataWr, DMWr, DMCtrl, DataRd);
    input logic [31:0] Address;
    input logic [31:0] DataWr;
    input logic DMWr;
    input logic [2:0] DMCtrl;
    output logic [31:0] DataRd;
    logic [31:0] Memory [0:31];
    always_comb begin
		DataRd = 32'b0;
        case(DMCtrl)
            3'b000: DataRd[31:0] = {{24{Memory[Address >> 2][7]}}, Memory[Address >> 2][7:0]};    
            3'b001: DataRd[31:0] = {{16{Memory[Address >> 2][15]}}, Memory[Address >> 2][15:0]};  
            3'b010: DataRd[31:0] = Memory[Address >> 2][31:0];               							   
            3'b100: DataRd[31:0] = {24'b0, Memory[Address >> 2][7:0]};       							   
            3'b101: DataRd[31:0] = {16'b0, Memory[Address >> 2][15:0]};      							   
            default: DataRd = 32'b0;    
        endcase
    end
    always @(posedge DMWr) begin
        if (DMWr) begin
            case(DMCtrl)
                3'b000: Memory[Address >> 2][7:0] <= DataWr[7:0];          
                3'b001: Memory[Address >> 2][15:0] <= DataWr[15:0];        
                3'b010: Memory[Address >> 2][31:0] <= DataWr[31:0];        
                default: ;
            endcase
        end
    end
endmodule
==> flow/run.sh <==
#!/bin/bash
# OpenROAD 26Q1-2900-gdf79404cd8, Yosys 0.63+post, stock flow scripts
make -C /OpenROAD-flow-scripts/flow DESIGN_CONFIG=/design/flow/config.mk WORK_HOME=/design/flow/orfs finish
==> flow/config.mk <==
export PLATFORM = sky130hd
export DESIGN_NAME = Data_memory
export DESIGN_NICKNAME = Data_memory
export VERILOG_FILES = /design/flow/design.v
export SDC_FILE = /design/flow/constraint.sdc
export NUM_CORES = 4
export LEC_CHECK = 1
export CORE_UTILIZATION = 30
==> flow/constraint.sdc <==
current_design Data_memory

set clk_period 8.0
set clk_io_pct 0.2

create_clock -name clk0 -period $clk_period [get_ports {DMWr}]

set non_clock_inputs [all_inputs -no_clocks]
set_input_delay [expr $clk_period * $clk_io_pct] -clock clk0 $non_clock_inputs
set_output_delay [expr $clk_period * $clk_io_pct] -clock clk0 [all_outputs]
==> results_slide.txt <==
Key Metrics from the Run

Power
  • Pwr Total: 11.10 mW
  • Leakage: 14.99 nW
  • Peak supply drop: 0.1735 mV
  • Psw: 2.253 mW
  • Int Power: 8.847 mW
  • Clock power frac: 41.7%
  • Sequential share of power: 53.5%
  • Cell Pwr Density: 240.8 mW/mm^2
  • Comb pwr share: roughly 4.7%
  • Sw Share: 20.30%

Setup path
  • Critical path's top delay family: buffers and inverters
  • Worst setup path endpoint: DataRd[30]
  • Critical-path cell list: clkdlybuf4s50_1, buf_4, or4b_1, o22ai_1, or4_4, o21ai_4, nand3_1, clkdlybuf4s50_1
  • Slowest stage delay, CP: 0.84 ns
  • CP endpoint kind: output port
  • Critical path data arrival time: between 5 and 6 ns
  • Slowest-stage cell, CP: clkdlybuf4s50_1
  • CP Launch Type: input port
  • Instance count on the critical path: 8
  • Crit path launch: Address[6]
  • Worst path bufs/invs: 3
  • Most used cell, CP: clkdlybuf4s50_1
  • Type of the worst setup path: in2out
  • Largest fanout on the critical path: 17
  • CP Data Required Time: 6.40 ns

Floorplanning
  • Std-Cell Rows: approximately 130
  • I/O pin count: 100
  • FP Core Util: 30.40%
  • Die Wd: 365.4 um
  • Die extent in y: between 300 and 400 um
  • Full die area: 0.1335 sq mm
  • Core region area: 0.1303 sq mm

Synthesis
  • Flip-flops with a built-in enable: 1024
  • Unique cell types: 46
  • Post-synth top cells: edfxtp_1, mux2i_1, o22ai_1
  • Async SR Flop Fraction: 0%
  • Post-Syn Area: 0.03962 sq mm
  • Simple Share, Synth: between 3 and 4%
  • Register share after synthesis: 77.61%
  • Yosys aoi share: 4.030%
  • Synthesized instance count: 1995
  • Top area cell types: edfxtp_1, mux2i_1, mux4_2, o22ai_1, nor2_1
  • # Cells Yosys: 1995
  • XOR-XNOR Cells, Area Fraction: 0.02211%
  • Yosys Chip Area: slightly below 0.04 sq mm
  • YS warnings: 1
  • Dominant kind of combinational cell: multiplexers
  • MUX share of area: 13.64%
  • Most common cell in the netlist: edfxtp_1
  • Synthesized registers: between 1000 and 1500
  • Synth area leader: edfxtp_1
  • Adders+Majority by Area: 0%
  • Top cell area share: 77.61%
  • Top FF cell, synth: edfxtp_1
  • Syn avg cell area: 19.86 sq um

Finish
  • Gate Area: 0.008300 sq mm
  • Reg area: 0.03075 sq mm
  • Post-route insts no fill: 3978
  • Layout cells sized above 1: 18.60%
  • Fillers: 11746
  • Biggest register: Memory
  • Largest register FFs: 1024
  • Synth-to-Final Area Change: 16.33%
  • Largest regs: Memory x1024

Global route
  • First-pass GRT wire length: between 100000 and 150000 um
  • Total congestion overflow: 0
  • Initial antenna violation count: 4
  • Largest net degree at the start of global routing: 98
  • GR Util met3: between 10% and 20%
  • Vias in the first global route: 21879
  • Total GRT Usage: 15.77%
  • M1 GR Usage: 17.45%
  • Met2 Track Usage GR: 22.30%
  • GR peak layer: met2

Clocking
  • Clk buf depth: 3
  • Hold-fix buffers at CTS: 0
  • Clock sink total: 1024
  • Clock root cell: clkbuf_16
  • CTS tree: done
  • CTS clk-pin slew, worst paths: 0.06 ns
  • CTS resizes: 0
  • H-Tree Depth: 3
  • Postcts setup bufs: 0
  • TritonCTS buffer count: 97

STA
  • Fin crit period: ~7.3 ns
  • Setup TNS: 0 ns
  • Period utilization: 91.48%
  • Max Clk Rate: 136.6 MHz
  • Slew margin rel.: 32.36%
  • Fin Hold WS: 1.745 ns
  • Setup Viol. Count Final: 0
  • Worst setup margin: 0.6816 ns
  • Slew Viols, Final: 0
  • Worst Tran Pin Value: 1.011 ns
  • RSZ-0062 raised after global routing: false
  • Final Hold Violation Tally: 0

Detailed routing
  • Final WL: 97940 um
  • DR WL/cell: 24.62 um
  • Post-DRT Antenna Nets: 0
  • DRC: 0
  • Count of inserted antenna diode cells: 0
  • Via count: 20213
  • Vias per cell: 5.081
  • Initial drt markers: 1303
  • First-pass detailed-route iteration total: 5

Flow run
  • Log Warnings: 53
  • Maxcap violations: 0

Min path
  • Worst Hold Class: in2reg

Placed design
  • Placed Cells: 3803
  • Hpwl dp: 57910 um
  • Pre-CTS WS: 0.7645 ns
  • GPL Wtd Cong: 0.8395
  • Port Buffers: roughly 70

Status
  • Status: finished clean
==> area by class of cell <==
cell class                 count  share of cell area, %
sequential                  1024                  66.72
multi-input combinational    849                  18.01
clock buffer                 119                  5.492
tap                         1742                  4.729
timing repair buffer         187                  3.537
clock inverter                56                  1.501
inverter                       1               0.008145
==> layer usage <==
layer | vias to the layer above | share of wire [%]
met5 | - | 0.19
met3 | 177 | 20
li1 | 8621 | -
met2 | 1479 | 44
met4 | 12 | 2.4
met1 | 9924 | 34
==> placed cells by master, fill, tap and decap left out, drive strengths merged, types with 3 or more instances in the layout <==
cell type      synthesis  layout
nand2                 17      17
nor3b                  3       3
inv                    1       5
a22o                   7       7
nor2                 102     102
or4b                   4       4
clkinvlp               0       4
nand4b                 4       4
clkbuf                26     120
o22ai                144     144
or4                   37      37
nand3                 22      22
nand4bb                5       5
clkinv                 0      34
bufinv                 0      14
mux2i                288     288
buf                   95     116
a22oi                 42      42
nand3b                 3       3
edfxtp              1024    1024
a41o                   7       7
mux4                 112     112
clkdlybuf4s50          0      70
a31oi                  7       7
a221oi                 7       7
o21ai                 17      17
==> power groups by stage <==
stage / clock (mW) / sequential, mW / combinational, mW
CTS: 4.72 / 5.94 / 0.527
global route: 4.93 / 5.94 / 0.566
finish: 4.63 / 5.94 / 0.526
==> stage by stage <==
step                      instance area, sq um  util [%]
after floorplan                          39620         -
after global placement                   42860     32.89
after detailed placement                 42860     32.89
after CTS                                46090     35.37
after global routing                     46090     35.37
final                                    46090     35.37
==> cell families after synthesis <==
group                     count (synthesis)
DFF                                    1024
xor gates and xnor gates                  1
AOI/OAI and AO/OA                       236
muxes                                   400
buffers and inverters                   122
and+or+nand+nor                         212
==> how the worst min path moves through the flow <==
stage	cells after the start	from	endpoint
after CTS	2	DataWr[21]	Memory[11][21]
after global routing	2	DataWr[21]	Memory[11][21]
final	2	DataWr[21]	Memory[11][21]
No activity file was given, so power comes from the tool's default toggle rates.
