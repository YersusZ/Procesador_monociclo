$ cat design/flow/design.v
module ALU(A, B, ALUOp, Alu_out);
  input logic[31:0]A;
  input logic[31:0]B;
  input logic[3:0]ALUOp;
  output logic[31:0]Alu_out;
  always_comb
    begin
      case(ALUOp)
        4'b0000 : Alu_out = A + B;
        4'b1000 : Alu_out = A - B;
        4'b0001 : Alu_out = A << B;
        4'b0010 : Alu_out = {31'b0, A < B}; 
        4'b0011:  Alu_out = {31'b0, $unsigned(A) < $unsigned(B)}; 
		  4'b0100 : Alu_out = A ^ B;
		  4'b0101 : Alu_out = A >> B;
		  4'b1101 : Alu_out = A >>> B;
		  4'b0110 : Alu_out = A | B;
		  4'b0111 : Alu_out = A & B;
        default : Alu_out = 32'b0;
        endcase
    end
endmodule
$ cat design/flow/run.sh
#!/bin/bash
# OpenROAD 26Q1-2900-gdf79404cd8, Yosys 0.63+post, stock flow scripts
make -C /OpenROAD-flow-scripts/flow DESIGN_CONFIG=/design/flow/config.mk WORK_HOME=/design/flow/orfs finish
$ cat design/flow/config.mk
export PLATFORM = sky130hd
export DESIGN_NAME = ALU
export DESIGN_NICKNAME = ALU
export VERILOG_FILES = /design/flow/design.v
export SDC_FILE = /design/flow/constraint.sdc
export NUM_CORES = 4
export LEC_CHECK = 1
export CORE_UTILIZATION = 40
$ cat design/flow/constraint.sdc
current_design ALU

set clk_period 16.7
set clk_io_pct 0.2

create_clock -name clk0 -period $clk_period

set non_clock_inputs [all_inputs -no_clocks]
set_input_delay [expr $clk_period * $clk_io_pct] -clock clk0 $non_clock_inputs
set_output_delay [expr $clk_period * $clk_io_pct] -clock clk0 [all_outputs]
==> impl_metrics.toml <==
# flow metrics
[routing]
wire_per_inst_um = 26.6
drc = 0
met1Wirelength_mm = 18.1
ant_nets = 0
num_vias = 10389
drt-total-wl_mm = 41.9
drtPass1Iterations = 8
dr.first_iter.drc_count = 1081
met3_length_mm = 4.81
wl_met2_mm = 17.8
highest_layer = "met4"
antennaDiodeCount = 0
detail_route.vias_per_cell = 6.61

[placement]
hpwl_mm = 32.9
portBuffers = 100
place_inst = 1571
placed_cell_area_mm2 = 0.00962
finalWeightedCongestion = 1.09

[run]
warning_count = 96
max_cap_violations = 0

[setup_path]
crit_path_top_delay_cell = "buf_4"
arrival_ns = 8.01
critPathKind = "in2out"
crit_chain = "buf_2 > buf_4 > inv_1 > buf_4 > ha_1 > nor2_2 > o211ai_1 > a32o_1 > or3_1 > a21oi_1 > a31oi_1 > o31ai_2 > o211ai_1 > a211o_1 > o41ai_1 > clkdlybuf4s50_1"
crit_family = "AND-OR/OR-AND gates"
max_stage_delay_ns = 0.54
start_kind = "primary input"
endpoint_kind = "output port"
crit_cells = 16
crit_buf_inv = 5
required_ns = 13.36
critPathMaxFanout = 68

[synthesis]
netlist_instances = 1267
yosysChipArea_mm2 = 0.00852
synth_top_cell_by_area = "ha_1"
area_leaders = "ha_1 14%, mux4_2 10%, a21oi_1 6.9%"
netlist_area_mm2 = 0.00852
yosys.stat.seqShare_pct = 0
ys_cells = 1267
synth_cell_types = 83
top_cell_area_share_pct = 14.1
yosysWarnings = 1
syn_avg_cell_area_um2 = 6.73

[layout]
fin_area_mm2 = 0.00962
n_clock_buffer = 0
area_delta_synth_final_pct = 12.8
drive_gt1_share_pct = 7.72
register_area_um2 = 0
final_cells = 1571
utilization_pct = 45.9
ff_count = 0

[global_routing]
grtUsageTotal_pct = 38.8
grt_pass1_vias = 9630
overflow = 0
grt_first_pass_wirelength_mm = 62.2
antenna_found_initial = 1
grt_max_degree = 69

[cts]
post_cts_buffers = 0
cts_hold_buf = 0
cts_resized = 0

[floorplanning]
die_width_um = 148
die_area_mm2 = 0.0219
fp_util_pct = 40.7
die_h_um = 148
ios = 100
coreArea_mm2 = 0.0210
row_count = 53

[outcome]
status = "finished, final reports clean"

[timing]
worstMarginPinSlew_ns = 1.00
grt_setup_unrepaired = "false"
min_period_ns = 11.35
setup_viol = 0
finalSetupTns_ns = 0
relSlewSlack_pct = 32.7
slew_violations = 0
finalHoldViolations = 0
fmax_mhz = 88.1
post-route-period-util_pct = 68.0

[pwr]
p_per_area_mw_per_mm2 = 30.4
peakVddDrop_mv = 0.0140
power_uw = 293
p_leak_uw = 0.00393

[min_path]
hold_path_end = "Alu_out[2]"
hp-start = "B[2]"
hp-class = "in2out"
hold_depth = 5
per-layer routing:
metal / vias to the layer above / track usage (%)
met3: 76 / 8.41
li1: 4793 / -
met2: 636 / 56.5
met4: 0 / 8.71
met1: 4884 / 58.4
met5: - / 0
synthesized netlist by cell type (all sizes together), types with 4 or more instances:
library cell  instances
and3                 10
a21o                 12
o31ai                 6
mux2i                45
mux2                  6
nand3b                4
inv                  98
nand3                23
o21ai               100
buf                  50
a211oi               34
nor2                145
nand2               124
nor2b                 9
o21bai               12
o22ai                 7
ha                   96
a21oi               118
a211o                 8
a31oi                18
nor3                 40
nand2b               11
a221o                 8
or3                   8
a22oi                14
nor4                 17
and2                  9
clkbuf               48
o211a                 7
a2111oi              10
a221oi               21
o211ai               16
xnor2                 7
o221ai               20
a311oi                6
o21a                  8
or2                   7
a31o                  4
mux4                 38
kinds of logic (layout without fill, tap and decap cells):
| group | count (synthesis) | after routing | share of synthesized area, % |
|---|---|---|---|
| adders and majority gates | 98 | 98 | 14.6 |
| AOI/OAI and AO/OA | 458 | 458 | 36.7 |
| buffers and inverters | 196 | 225 | 9.58 |
| and+or+nand+nor | 419 | 419 | 22.4 |
| xor gates and xnor gates | 7 | 7 | 0.719 |
| muxes | 89 | 89 | 16.1 |
through the flow:
stage          worst slack (ns)  hold slack [ns]
3_3_place_gp               5.58             7.93
3_5_place_dp               5.50             7.93
4_1_cts                    5.49             7.94
5_1_grt                    5.20             8.02
2_1_floorplan              6.22             6.87
6_report                   5.35             7.96
placed cells by master (no fill, tap or decap), types with 12 or more instances in the layout:
master           synthesis  routed
nand2_1                124     124
mux4_2                  38      38
nand3_1                 23      23
clkdlybuf4s50_1          0      96
a221oi_1                20      20
ha_1                    96      96
o211ai_1                16      16
inv_1                   97      97
a21o_1                  12      12
o221ai_1                20      20
a211oi_1                31      31
mux2i_1                 45      45
a31oi_1                 18      18
buf_4                    6      29
a21oi_1                118     118
nor4_1                  16      15
nor2_1                 144     143
a22oi_1                 14      14
nor3_1                  39      39
o21ai_0                 89      89
worst max-delay path by stage:
stage | from | endpoint | slack (ns)
6_report | B[3] | Alu_out[29] | 5.35
5_1_grt | B[3] | Alu_out[29] | 5.20
4_1_cts | B[3] | Alu_out[29] | 5.49
where the power goes:
| group | switching, uW | internal [uW] |
|---|---|---|
| clock network | 0 | 0 |
| logic | 174 | 118 |
| registers | 0 | 0 |
| total | 174 | 118 |
area by class of cell:
type	instances	area, um^2
inverters	98	368
well taps	275	344
multi-input cells	1071	7720
fillers	2237	11300
repair buffers	127	1190
Power is estimated from default activity; no workload was simulated.
